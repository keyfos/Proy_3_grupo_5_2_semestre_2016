$ cat flow/config.mk
export PLATFORM = sky130hd
export DESIGN_NAME = detector_tecla
export DESIGN_NICKNAME = detector_tecla
export VERILOG_FILES = /design/flow/design.v
export SDC_FILE = /design/flow/constraint.sdc
export NUM_CORES = 4
export LEC_CHECK = 1
export CORE_UTILIZATION = 40
$ cat flow/constraint.sdc
current_design detector_tecla

set clk_period 4.3
set clk_io_pct 0.2

create_clock -name clk0 -period $clk_period [get_ports {clk}]

set non_clock_inputs [all_inputs -no_clocks]
set_input_delay [expr $clk_period * $clk_io_pct] -clock clk0 $non_clock_inputs
set_output_delay [expr $clk_period * $clk_io_pct] -clock clk0 [all_outputs]
$ cat flow/design.v
`timescale 1ns / 1ps
module detector_tecla  #(parameter W_SIZE = 2)   
   (
    input wire clk, reset,
    input wire ps2d, ps2c, rd_key_code,
    output wire [7:0] key_code,
    output wire kb_buf_empty
   );
   localparam BRK = 8'hf0;  
   localparam
      wait_brk = 1'b0,
      get_code = 1'b1;
   reg state_reg, state_next;
   wire [7:0] scan_out;
   reg got_code_tick;
   wire scan_done_tick;
   receptor_de_teclado ps2_rx_unit
      (.clk(clk), .reset(reset), .rx_en(1'b1),
       .ps2d(ps2d), .ps2c(ps2c),
       .rx_done_tick(scan_done_tick), .dout(scan_out));
   fifo #(.B(8), .W(W_SIZE)) fifo_key_unit
     (.clk(clk), .reset(reset), .rd(rd_key_code),
      .wr(got_code_tick), .w_data(scan_out),
      .empty(kb_buf_empty), .full(),
      .r_data(key_code));
   always @(posedge clk, posedge reset)
      if (reset)
         state_reg <= wait_brk;
      else
         state_reg <= state_next;
   always @*
   begin
      got_code_tick = 1'b0;
      state_next = state_reg;
      case (state_reg)
         wait_brk:   
            if (scan_done_tick==1'b1 && scan_out==BRK)
               state_next = get_code;
         get_code:   
            if (scan_done_tick)
               begin
                  got_code_tick =1'b1;
                  state_next = wait_brk;
               end
      endcase
   end
endmodule
`timescale 1ns / 1ps
module fifo#(
 parameter B=8,  
			  W=2   
)
(
 input wire clk, reset,
 input wire rd, wr,
 input wire [B-1:0] w_data,
 output wire empty, full,
 output wire [B-1:0] r_data
);
reg [B-1:0] array_reg [2**W-1:0];   
reg [W-1:0] w_ptr_reg, w_ptr_next, w_ptr_succ;
reg [W-1:0] r_ptr_reg, r_ptr_next, r_ptr_succ;
reg full_reg, empty_reg, full_next, empty_next;
wire wr_en;
always @(posedge clk)
	if (wr_en)
		array_reg[w_ptr_reg] <= w_data;
assign r_data = array_reg[r_ptr_reg];
assign wr_en = wr & ~full_reg;
always @(posedge clk, posedge reset)
	if (reset)
		begin
			w_ptr_reg <= 0;
			r_ptr_reg <= 0;
			full_reg <= 1'b0;
			empty_reg <= 1'b1;
		end
	else
		begin
			w_ptr_reg <= w_ptr_next;
			r_ptr_reg <= r_ptr_next;
			full_reg <= full_next;
			empty_reg <= empty_next;
		end
always @*
begin
	w_ptr_succ = w_ptr_reg + 1'b1;
	r_ptr_succ = r_ptr_reg + 1'b1;
	w_ptr_next = w_ptr_reg;
	r_ptr_next = r_ptr_reg;
	full_next = full_reg;
	empty_next = empty_reg;
	case ({wr, rd})
		2'b01:  
			if (~empty_reg)  
				begin
					r_ptr_next = r_ptr_succ;
					full_next = 1'b0;
					if (r_ptr_succ==w_ptr_reg)
						empty_next = 1'b1;
				end
		2'b10:  
			if (~full_reg)  
				begin
					w_ptr_next = w_ptr_succ;
					empty_next = 1'b0;
					if (w_ptr_succ==r_ptr_reg)
						full_next = 1'b1;
				end
		2'b11:  
			begin
				w_ptr_next = w_ptr_succ;
				r_ptr_next = r_ptr_succ;
			end
	endcase
end
assign full = full_reg;
assign empty = empty_reg;
endmodule
`timescale 1ns / 1ps
module receptor_de_teclado(
    input wire clk, reset,
    input wire ps2d, ps2c, rx_en,
    output reg rx_done_tick,
    output wire [7:0] dout
   );
   localparam [1:0]
      idle = 2'b00,
      dps  = 2'b01,
      load = 2'b10;
   reg [1:0] state_reg, state_next;
   reg [7:0] filter_reg;
   wire [7:0] filter_next;
   reg f_ps2c_reg;
   wire f_ps2c_next;
   reg [3:0] n_reg, n_next;
   reg [10:0] b_reg, b_next;
   wire fall_edge;
   always @(posedge clk, posedge reset)
   if (reset)
      begin
         filter_reg <= 0;
         f_ps2c_reg <= 0;
      end
   else
      begin
         filter_reg <= filter_next;
         f_ps2c_reg <= f_ps2c_next;
      end
   assign filter_next = {ps2c, filter_reg[7:1]};
   assign f_ps2c_next = (filter_reg==8'b11111111) ? 1'b1 :
                        (filter_reg==8'b00000000) ? 1'b0 :
                         f_ps2c_reg;
   assign fall_edge = f_ps2c_reg & ~f_ps2c_next;
   always @(posedge clk, posedge reset)
      if (reset)
         begin
            state_reg <= idle;
            n_reg <= 0;
            b_reg <= 0;
         end
      else
         begin
            state_reg <= state_next;
            n_reg <= n_next;
            b_reg <= b_next;
         end
   always @*
   begin
      state_next = state_reg;
      rx_done_tick = 1'b0;
      n_next = n_reg;
      b_next = b_reg;
      case (state_reg)
         idle:
            if (fall_edge & rx_en)
               begin
                  b_next = {ps2d, b_reg[10:1]};
                  n_next = 4'b1001;
                  state_next = dps;
               end
         dps:  
            if (fall_edge)
               begin
                  b_next = {ps2d, b_reg[10:1]};
                  if (n_reg==0)
                     state_next = load;
                  else
                     n_next = n_reg - 1;
               end
         load:  
            begin
               state_next = idle;
               rx_done_tick = 1'b1;
            end
      endcase
   end
   assign dout = b_reg[8:1];  
endmodule
$ cat flow/run.sh
#!/bin/bash
# OpenROAD 26Q1-2900-gdf79404cd8, Yosys 0.63+post, stock flow scripts
make -C /OpenROAD-flow-scripts/flow DESIGN_CONFIG=/design/flow/config.mk WORK_HOME=/design/flow/orfs finish
==> qor.txt <==
first-pass GRT wire length = 6690 um
Post-synth EDFFs = 32
reg2reg path depth = 4
final hold violations = 0
Clock Sink Count = 65
# IOs = 14
Die H = 83.1 um
CTS Buf Count = 9
Die X-Extent = 83.1 um
maximum buffer depth of the clock tree = 2
VDD IR max = 0.457 mV
Tot GR Track Use = 13.1%
cts hold-fix bufs = 0
dominant register cell = edfxtp_1
postcts setup bufs = 0
pwr dens = 456 nW/um^2
Final Skew = 9.24 ps
Total Routed Length = 3870 um
post-cts repair resize count = 0
CP arrival = 2100 ps
CP Capture Type = output port
critical path launch point type = register
Log Warnings = 28
start point of the critical path = fifo_key_unit.r_ptr_reg[0]
Synthesis Warnings = 3
actual slew at the worst max-slew pin = 647 ps
P&R area growth vs syn = 17.3%
max reg flops = 32
Final min period = 2960 ps
yosys stat chip area = 2630 sq um
crit path to = key_code[6]
clock latency (worst-skew pair) = 330 ps
Synth cell types = 35
Initial DRC Count = 67
FP Rows = 29
RSZ-0062 raised after global routing = no
fin util = 48.6%
status = finished, final reports clean
cells in synth_stat.txt = 160
share of cells above drive strength 1 = 20.9%
Syn Inst Count = 160
worst r2r src = ps2_rx_unit.filter_reg[0]
Syn Std Cell Area = 2630 sq um
antenna cell count = 0
1st-pass router iterations = 4
Clk pin slew, worst setup/hold paths = 70 ps
worst hold path type = register to register
final count of negative-setup-slack endpoints = 0
CTS tree = yes
DP Wirelength = 2430 um
LEAKAGE = 1.12 nW
WS Path Type = register to output port
asr flop ratio synth = 50.8%
clk root buf = clkbuf_8
fin crit share = 68.8%
Antenna Violating Nets Remaining = 0
max cap viols = 0
vias in the first global route = 1388
largest net degree at the start of global routing = 34
Comb area = 786 sq um
slack of the worst reg-to-reg path = 2540 ps
routability cong. = 0.815
setup total negative slack = 0 ps
wire length per cell = 14.6 um
initial antenna violation count = 0
crit path DRT = 3440 ps
vias = 1348
Port Buf Inserts = 13
syn avg cell area = 16.4 sq um
fmax = 0.338 GHz
Max-Slew Margin vs Limit = 56.9%
register share after synthesis = 68.0%
Fill cells = 491
# DRC = 0
Top-area cell share = 36.5%
#FFs+latches synth = 65
die area = 6900 sq um
Vias per Instance = 5.11
Hold Path Stages = 0
gr ovfl total = 0
Largest cells by area = edfxtp_1 (37%), dfrtp_1 (29%), mux4_2 (6.9%)
H-tree Lvls = 3
leading area contributor after synthesis = edfxtp_1
core outline area = 6350 sq um
worst-path fanout max = 12
reg2reg end = ps2_rx_unit.n_reg[1]
max-slew violations = 0
storage element area = 1790 sq um
initial core utilization = 41.4%
-- cell usage in the layout (no fill, tap or decap), types with 2 or more instances in the layout --
cell / count
nor2_1: 2
ha_1: 5
inv_1: 9
dfrtp_1: 31
a21o_1: 2
clkbuf_8: 9
nand2_1: 10
a21oi_1: 2
edfxtp_1: 32
and2_1: 4
clkdlybuf4s50_1: 13
nand2b_1: 4
nand3_1: 2
mux2_4: 6
bufinv_16: 3
xnor2_1: 4
o21ai_0: 9
nor4_4: 2
dfstp_2: 2
nand4_1: 5
mux2_2: 4
mux4_2: 8
-- critical path, cell delays in order (launching register included) --
cell and delay, ps:
dfrtp_1 760, mux4_2 590, clkdlybuf4s50_1 420
-- layer usage --
metal	track usage [%]	vias to the layer above	wire, um
met2	20.0	30	1820
met4	2.04	0	65
met3	5.05	7	232
met1	19.4	668	1750
li1	-	643	-
met5	0	-	0
-- cell families (layout without fill, tap and decap cells) --
family                     after synthesis  in the layout  share of synthesized area (%)
xor gates and xnor gates                 5              5                           1.67
buffers and inverters                   12             39                           2.09
and+or+nand+nor                         35             35                           8.28
DFF                                     65             65                           68.0
muxes                                   19             19                           12.4
adders and majority gates                5              5                           2.38
AOI/OAI and AO/OA                       19             19                           5.19
-- power breakdown --
part | leakage [nW] | total, W | internal, W | switching [W]
sequential | 0.648 | 0.000722 | 0.000663 | 0.0000595
clock | 0.117 | 0.000615 | 0.000388 | 0.000227
combinational | 0.353 | 0.0000690 | 0.0000512 | 0.0000178
total | 1.12 | 0.00141 | 0.00110 | 0.000304
-- area by class of cell --
type	count	area share (%)
sequential	65	58.0
clock inverter	6	3.73
timing repair buffer	14	4.46
multi-input combinational	83	25.5
inverter	9	1.09
clock buffer	10	4.14
tap	77	3.12
-- synthesized netlist by cell type, types with 2 or more instances --
library cell,n
edfxtp_1,32
dfrtp_1,31
nand2_1,10
inv_1,9
o21ai_0,9
mux4_2,8
mux2_4,6
ha_1,5
nand4_1,5
and2_1,4
mux2_2,4
nand2b_1,4
xnor2_1,4
a21o_1,2
a21oi_1,2
buf_2,2
dfstp_2,2
nand3_1,2
nor2_1,2
nor4_4,2
-- metrics by stage --
step           std cells  setup slack (ps)  total power [W]  hold WS [ps]  instance area (sq um)
3_5_place_dp         248              1650         0.000808           438                   2840
3_3_place_gp         248              1710         0.000802           440                   2840
4_1_cts              264              1260          0.00143           454                   3090
6_report             264              1340          0.00141           449                   3090
2_1_floorplan        160              2350         0.000786           427                   2630
5_1_grt              264              1200          0.00147           469                   3090
-- worst min path at each step --
stage,slack [ps],startpoint,endpoint
after global routing,470,ps2_rx_unit.filter_reg[2],ps2_rx_unit.filter_reg[1]
after CTS,450,ps2_rx_unit.filter_reg[2],ps2_rx_unit.filter_reg[1]
final,450,ps2_rx_unit.filter_reg[2],ps2_rx_unit.filter_reg[1]
No activity file was given, so power comes from the tool's default toggle rates.
